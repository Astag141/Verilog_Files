==> design/flow/design.v <==
module ram#(parameter d_width=8, a_width=3)(
                                            input clk,
                                            input rst_n,
                                            input w_r,
                                            input [d_width-1:0] data_in,
                                            input [a_width-1:0] addr,
                                            output reg [d_width-1:0] data_out
                                            );
        reg [d_width-1:0] memory [d_width-1:0];
        integer i;
        always @(posedge clk)
            begin
                if(!rst_n)
                    begin
                          data_out<=0;
                            for(i=0; i<d_width; i=i+1)
                                begin
                                    memory[i]<=0;
                                end
                    end
                 else
                     begin
                            if(w_r)
                                memory[addr]<=data_in;
                            else
                                data_out<=memory[addr];
                     end
            end
endmodule
==> design/flow/run.sh <==
#!/bin/bash
# OpenROAD 26Q1-2900-gdf79404cd8, Yosys 0.63+post, stock flow scripts
make -C /OpenROAD-flow-scripts/flow DESIGN_CONFIG=/design/flow/config.mk WORK_HOME=/design/flow/orfs finish
==> design/flow/config.mk <==
export PLATFORM = sky130hd
export DESIGN_NAME = ram
export DESIGN_NICKNAME = ram
export VERILOG_FILES = /design/flow/design.v
export SDC_FILE = /design/flow/constraint.sdc
export NUM_CORES = 4
export LEC_CHECK = 1
export CORE_UTILIZATION = 40
==> design/flow/constraint.sdc <==
current_design ram

set clk_period 2.5
set clk_io_pct 0.2

create_clock -name clk0 -period $clk_period [get_ports {clk}]

set non_clock_inputs [all_inputs -no_clocks]
set_input_delay [expr $clk_period * $clk_io_pct] -clock clk0 $non_clock_inputs
set_output_delay [expr $clk_period * $clk_io_pct] -clock clk0 [all_outputs]
==> GITHUB_STEP_SUMMARY <==
## Synthesis and layout report

| Metric | Value |
|---|---|
| Yosys cell types | 24 |
| Status | finished, final reports clean |
| Grt ovf | 0 |
| Pre-CTS setup slack | roughly 250 ps |
| DIE WIDTH | roughly 92 um |
| ANT nets after route | 0 |
| Synth top area cells | edfxtp_1 59%, and2_1 12%, mux2i_1 5.5% |
| Met3 WL | about 500 um |
| Fill cell count | ~670 |
| Final Max Tran Viols | 0 |
| Routed vias/inst | between 4 and 5 |
| CTS max path bufs | 2 |
| Pleak | between 0.001 and 0.0015 uW |
| DR vias | around 1900 |
| CP Data Required Time | ~2600 ps |
| Core Area | 0.007807 mm^2 |
| Total GRT Usage | between 10% and 20% |
| Largest net degree at the start of global routing | 22 |
| FP Core Util | between 40% and 50% |
| Arr. time, crit path | 1950 ps |
| Setup Buffers After CTS | 0 |
| Synth warnings | 1 |
| Yosys stat chip area | roughly 0.0032 mm^2 |
| Post-cts resize count | 0 |
| Max Cap Violations | 0 |
| Number of global-route vias before repair | between 1500 and 2000 |
| FP Rows | 32 |
| Crit Path Class | in -> reg |
| Final period util | 75.87% |
| Biggest area consumer among synthesized cells | edfxtp_1 |
| Setup TNS after final layout | 0 ps |
| Non-filler cells, final | around 390 |
| Worst setup EP type | flip-flop |
| Top sig layer | met4 |
| Critical Path Fanout Max | 12 |
| # diodes | 0 |
| Mapped Cells | 241 |
| Min-delay worst type | reg -> reg |
| # DRC | 0 |
| Drt pass-1 iters | 5 |
| Cell count listed in synth_stat.txt | 241 |
| Die span in y | between 90 and 100 um |
| Final hold violation count | 0 |
| Final setup vio count | 0 |
| CTS Hold Bufs | 0 |
| Boundary pin count | 22 |
| Clock latency (worst-skew pair) | about 340 ps |
| RSZ-0062 raised after global routing | false |
| DR WL/cell | 17.52 um |
| Fmax | between 0.5 and 0.6 GHz |
| Log Warnings | 25 |
| Met1 wire length | between 2 and 3 mm |
| Layout cells sized above 1 | 18.25% |
| Placed cells | 371 |
| Met2 WL | roughly 3.2 mm |
| First-pass GRT wire length | roughly 10 mm |
| Clock sinks | 72 |
| Routability cong. | approximately 0.87 |
| Iter 0 DRT Violations | 45 |
| Synth Seq Share | 64.07% |
| Startpoint types | input port |
| Pwr dens | ~690 mW/mm^2 |
| Area grow syn2layout | 19.91% |
| Die area | ~0.0085 mm^2 |
| CTS buffer count | 9 |
| Final Skew | around 6.8 ps |
| I/O Buffers | 21 |
| Dpl hpwl | around 4.6 mm |
| Post-Syn Area per Cell | between 10 and 15 um^2 |
| Post-layout min period | about 1900 ps |
| Final worst setup slack | 603.3 ps |
| Synthesized area | 0.003249 mm^2 |
| CTS H-tree depth | 3 |
| Synth Register Bits | around 70 |
| Clock Root Buffer | clkbuf_8 |
| Initial antenna violation count | 0 |
| Max-area cell share | 59.15% |
| Maximum VDD drop | approximately 0.45 mV |
| Worst-path clk slew | roughly 70 ps |
| CTS tree | built |
| Slew headroom | between 60% and 70% |
| Worst-Margin Slew | between 400 and 500 ps |
| Post-Route WL | a little under 7 mm |
path summary, 6_finish.rpt:
| path | from | endpoint | slack (ps) | cells after the start |
|---|---|---|---|---|
| hold / removal | data_out[5] | data_out[5] | 540 | 2 |
| setup / recovery | addr[1] | memory[3][6] | 600 | 4 |
| hold reg to reg | data_out[5] | data_out[5] | 540 | 2 |
| setup reg to reg | memory[3][2] | data_out[2] | 1330 | 3 |
flip-flops by register name (all words and copies together) (netlist names):
name	flops
memory	64
data_out	8
report_power, final:
group	internal, uW	switching [uW]
clock network	645	402
logic	111	127
registers	1380	21.4
total	2140	550
synth_stat cells:
cell type  instances
edfxtp_1          64
buf_2              5
nor3_2             2
nand2_1            8
o21ai_0           13
a21oi_1            7
nor2b_1            1
o31ai_1            1
and2_1            64
a31oi_1            7
nor2_2             4
buf_4              3
nor2_1             4
nand2b_1           5
o22ai_1            1
mux2i_1           18
dfxtp_1            8
nand3b_1           1
o22a_1             7
inv_1              1
o311a_1            1
clkbuf_1           1
mux2_2            14
nand3_2            1
cell usage in the layout, fill, tap and decap left out:
master / Yosys / layout
and2_1: 64 / 64
edfxtp_1: 64 / 64
clkdlybuf4s50_1: 0 / 20
mux2i_1: 18 / 18
buf_4: 3 / 15
mux2_2: 14 / 14
o21ai_0: 13 / 13
clkbuf_8: 0 / 12
nand2_1: 8 / 8
dfxtp_1: 8 / 8
o22a_1: 7 / 7
a21oi_1: 7 / 7
a31oi_1: 7 / 7
nand2b_1: 5 / 5
nor2_1: 4 / 4
nor2_2: 4 / 4
nor3_2: 2 / 2
clkbuf_1: 1 / 2
bufinv_16: 0 / 2
nand3_2: 1 / 1
nand3b_1: 1 / 1
o22ai_1: 1 / 1
inv_1: 1 / 1
o31ai_1: 1 / 1
o311a_1: 1 / 1
nor2b_1: 1 / 1
buf_2: 5 / 1
buf_12: 0 / 1
area by class of cell:
cell class / count / area (um^2) / share of cell area [%]
Clock buffer: 14 / 172.7 / 4.432
Clock inverter: 2 / 60.06 / 1.541
Inverter: 1 / 3.754 / 0.09634
Multi-Input combinational cell: 159 / 1112 / 28.55
Sequential cell: 72 / 2082 / 53.44
Tap cell: 102 / 127.6 / 3.276
Timing Repair Buffer: 37 / 337.8 / 8.671
worst max-delay path: stages:
cell             delay [ps]
clkdlybuf4s50_1         680
nand2b_1                320
o21ai_0                 250
buf_4                   190
cell families after synthesis:
family,count (synthesis),share of synthesized area (%)
AND/OR/NAND/NOR,90,16.79
flip-flops,72,64.07
multiplexers,32,10.40
buffers and inverters,10,1.694
AND-OR/OR-AND,37,7.047
metal layers:
| metal | up-vias | GRT usage [%] |
|---|---|---|
| li1 | 955 | - |
| met1 | 894 | 30.29 |
| met2 | 46 | 26.43 |
| met3 | 4 | 6.076 |
| met4 | 0 | 2.604 |
| met5 | - | 0 |
metrics by stage:
| step | hold slack [ps] | total power, uW | area, um^2 | utilization, % |
|---|---|---|---|---|
| final | 543.3 | 2690 | 3896 | 49.90 |
| after floorplan | 484.4 | 1550 | 3249 | - |
| after detailed placement | 531.3 | 1674 | 3664 | 46.92 |
| after CTS | 539.1 | 2714 | 3896 | 49.90 |
| after global placement | 526.2 | 1670 | 3664 | 46.92 |
| after global routing | 569.5 | 2797 | 3896 | 49.90 |
Power figures rest on the tool's default switching activity, not on a simulated workload.
