==> design/flow/design.v <==
module Synchronous_FIFO #(
    parameter WIDTH = 8,     
    parameter DEPTH = 16     
)(
    input  wire                 clk,
    input  wire                 rst_n,
    input  wire [WIDTH-1:0]     data_in,
    input  wire                 wr_en,
    input  wire                 rd_en,
    output reg  [WIDTH-1:0]     data_out,
    output wire                 full,
    output wire                 empty
);
    reg [WIDTH-1:0] fifo [0:DEPTH-1];
    reg [$clog2(DEPTH)-1:0] w_ptr, r_ptr;
    reg [$clog2(DEPTH):0] count;   
    assign full  = (count == DEPTH);
    assign empty = (count == 0);
    always @(posedge clk or negedge rst_n) begin
        if (!rst_n) begin
            w_ptr    <= 0;
            r_ptr    <= 0;
            count    <= 0;
            data_out <= 0;
        end else begin
            if (wr_en && !full) begin
                fifo[w_ptr] <= data_in;
                w_ptr <= (w_ptr + 1) % DEPTH;
                count <= count + 1;
            end
            if (rd_en && !empty) begin
                data_out <= fifo[r_ptr];
                r_ptr <= (r_ptr + 1) % DEPTH;
                count <= count - 1;
            end
        end
    end
endmodule
==> design/flow/run.sh <==
#!/bin/bash
# OpenROAD 26Q1-2900-gdf79404cd8, Yosys 0.63+post, stock flow scripts
make -C /OpenROAD-flow-scripts/flow DESIGN_CONFIG=/design/flow/config.mk WORK_HOME=/design/flow/orfs finish
==> design/flow/config.mk <==
export PLATFORM = sky130hd
export DESIGN_NAME = Synchronous_FIFO
export DESIGN_NICKNAME = Synchronous_FIFO
export VERILOG_FILES = /design/flow/design.v
export SDC_FILE = /design/flow/constraint.sdc
export NUM_CORES = 4
export LEC_CHECK = 1
export CORE_UTILIZATION = 30
==> design/flow/constraint.sdc <==
current_design Synchronous_FIFO

set clk_period 3.2
set clk_io_pct 0.2

create_clock -name clk0 -period $clk_period [get_ports {clk}]

set non_clock_inputs [all_inputs -no_clocks]
set_input_delay [expr $clk_period * $clk_io_pct] -clock clk0 $non_clock_inputs
set_output_delay [expr $clk_period * $clk_io_pct] -clock clk0 [all_outputs]
==> results.ini <==
[setup_path]
cp.buffers_inverters = 1
arrival_ps = 3170
path_depth = 9
cp_max_fo = 18
setup.worst_path.start_class = flop
critPathMaxStageDelay_ps = 580
critPathSlowestCell = or4_4
endpoint_kind = flop
reg2regPathDepth = 9
worstSetupPathType = reg2reg
cp_top_family = AND-OR/OR-AND gates
critPathRequiredTime_ps = 3480
crit_chain = or4_4 -> o21ai_4 -> inv_2 -> ha_1 -> nor2b_1 -> o21a_1 -> o211ai_1 -> o31ai_1 -> xor2_1

[clock_network]
cts.sinks = 149
cts_inserted_buffers = 17
path_clk_slew_ps = 60
clkLatencyLatePin_ps = 420
postCtsHoldBufs = 0
cts_resized = 0
cts_root_buf = clkbuf_16
htree_levels = 4
postCtsSetupBuffers = 0
ctsLongestPathBuffers = 2
cts_tree = done

[power_and_ir_drop]
peakVddDrop_v = 0.000429
combPwrFrac_pct = 30.4
p_sw_mw = 2.18
powerDensity_mw_per_mm2 = 893
p_seq_share_pct = 39.3
intPower_mw = 4.28
p_sw_share_pct = 33.7
power_frac_clock_pct = 30.3
p_leak_nw = 2.45

[cells_and_area]
area_growth_syn_to_layout_pct = 20.5
layout-drive-gt1-share_pct = 13.9
finish.utilization_pct = 37.1
fillers = 1813
stdcell_count = 724

[timing]
period_used_pct = 90.3
fin_tns_setup_ps = 0
maxSlewViolCount = 0
grt_setup_unrepaired = false
worstMarginPinSlew_ps = 711
maxClockFrequency_mhz = 346
finClkSkew_ps = 6.96
finalHoldViolCount = 0
fin_ws_ps = 309
finalSetupViolations = 0
min_period_ps = 2890
max-slew-margin-rel_pct = 52.6

[die]
fp-utilization_pct = 30.8
pin_count = 22
rows = 51
die_h_um = 143
chip_area_mm2 = 0.0206
die_w_um = 143
coreArea_mm2 = 0.0195

[drt]
highest_layer = met4
m1WireLength_mm = 5.55
detail_route.wl_per_cell_um = 19.1
wl_met2_mm = 6.25
dr.pass1.iters = 8
vias = 3691
antenna_left = 0
vias_per_cell = 5.10
dr_wl_met3_mm = 1.84
drc = 0
diodes = 0
wirelength_mm = 13.8
drt-initial-drc-count = 320

[hold_path]
hp-class = reg2reg
whs_path_depth = 2

[placed_design]
preCtsSetupSlack_ps = 344
hpwl_mm = 9.08
portBuffers = 21
dp_cells = 692
place_congestion = 0.880

[synthesis]
yosys_warnings = 2
synth_area_per_cell_um2 = 14.9
synthCells = 404
ys_cells = 404
yosys_area_mm2 = 0.00600
async_flop_share_pct = 14.1
yosys.stat.seqShare_pct = 72.8
syn_area_mm2 = 0.00600
ys_ff = 149
yosysUniqueCellTypes = 50
ff_type = edfxtp_1
edf_count = 128

[global_routing]
grt_pass1_vias = 3695
grt-ovfl-total = 0
grt_max_degree = 26
antenna_found_initial = 0
grt_pass1_wl_mm = 21.3
grt_usage_pct = 15.0

[run]
drv_cap = 0
tool_warnings = 31

[outcome]
run_status = complete, no violations

## sequential cells by signal (all words and copies together), names as in the netlist
name / count
fifo: 128
w_ptr: 4
r_ptr: 4
count: 5
data_out: 8
## cell usage after synthesis (7+ instances only)
library cell  instances  area (um2)
a31oi_1               7        43.8
edfxtp_1            128        3840
clkbuf_1             14        52.6
xnor2_1               8        70.1
nor2_1               19        71.3
nand2_1              25        93.8
a21oi_1              18        90.1
mux2i_1               8        80.1
o21ai_0              22         110
ha_1                 11         138
a22oi_1              21         158
dfrtp_1              21         526
buf_1                 8        30.0
nand3_1               8        40.0
nor3_1                7        35.0
## power by group through the flow
| stage | logic [mW] | registers, mW | clock network [mW] |
|---|---|---|---|
| after CTS | 1.95 | 2.54 | 1.99 |
| final | 1.96 | 2.54 | 1.96 |
| after global routing | 2.17 | 2.57 | 2.08 |
## worst reg2reg max path, stage by stage, from the launching register on
cell,delay (ps)
dfrtp_1,420
or4_4,580
o21ai_4,360
inv_2,230
ha_1,380
nor2b_1,150
o21a_1,190
o211ai_1,180
o31ai_1,120
xor2_1,160
## worst paths after layout
path,start,endpoint,slack (ps)
hold / removal,data_out[4]$_DFFE_PN0P_,data_out[4]$_DFFE_PN0P_,480
max in group asynchronous,rst_n,data_out[1]$_DFFE_PN0P_,2310
hold reg to reg,data_out[4]$_DFFE_PN0P_,data_out[4]$_DFFE_PN0P_,480
min in group asynchronous,rst_n,r_ptr[3]$_DFFE_PN0P_,650
setup reg to reg,count[1]$_DFFE_PN0P_,count[4]$_DFFE_PN0P_,310
setup / recovery,count[1]$_DFFE_PN0P_,count[4]$_DFFE_PN0P_,310
## kinds of logic (layout without fill, tap and decap cells)
| logic type | count (synthesis) | after routing | share of synthesized area [%] |
|---|---|---|---|
| buffers and inverters | 32 | 87 | 2.17 |
| adder cells (fa/ha/maj) | 12 | 12 | 2.63 |
| AND/OR/NAND/NOR | 79 | 79 | 6.21 |
| AND-OR/OR-AND | 112 | 112 | 13.0 |
| XOR/XNOR | 10 | 10 | 1.46 |
| multiplexers | 10 | 10 | 1.77 |
| flip-flops | 149 | 149 | 72.8 |
## per-layer routing
layer | global-route usage, % | vias up
met5 | 0 | -
met3 | 10.1 | 13
met4 | 2.24 | 0
met1 | 19.5 | 1793
li1 | - | 1670
met2 | 21.7 | 215
## placed cells by master (no fill, tap or decap), drive strengths merged, types with 8 or more instances in the layout
| cell | count |
|---|---|
| a22oi | 21 |
| nand2 | 25 |
| clkdlybuf4s50 | 21 |
| clkbuf | 17 |
| o21ai | 23 |
| ha | 11 |
| inv | 13 |
| edfxtp | 128 |
| mux2i | 8 |
| dfrtp | 21 |
| xnor2 | 8 |
| nand3 | 8 |
| nor2 | 19 |
| buf | 27 |
| a21oi | 18 |
## final cells by class
type	instances	area, um2	area share, %
inverter	7	26.3	0.363
timing repair buffer	48	413	5.70
tap	265	332	4.58
sequential	149	4370	60.4
clock buffer	17	425	5.88
multi-input combinational	223	1510	20.8
clock inverter	15	168	2.32
## through the flow
step	power, mW	area (um2)	hold slack, ps
6_report	6.46	7240	478
2_1_floorplan	3.76	6000	344
3_5_place_dp	4.51	6650	479
5_1_grt	6.82	7240	545
3_3_place_gp	4.48	6650	473
4_1_cts	6.48	7240	492
Power is estimated from default activity; no workload was simulated.
