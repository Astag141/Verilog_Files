File: run.sh
#!/bin/bash
# OpenROAD 26Q1-2900-gdf79404cd8, Yosys 0.63+post, stock flow scripts
make -C /OpenROAD-flow-scripts/flow DESIGN_CONFIG=/design/flow/config.mk WORK_HOME=/design/flow/orfs finish
File: config.mk
export PLATFORM = sky130hd
export DESIGN_NAME = demux
export DESIGN_NICKNAME = demux
export VERILOG_FILES = /design/flow/design.v
export SDC_FILE = /design/flow/constraint.sdc
export NUM_CORES = 4
export LEC_CHECK = 1
export CORE_AREA = 10 10 70 70
export DIE_AREA = 0 0 80 80
File: constraint.sdc
current_design demux

set clk_period 1.0
set clk_io_pct 0.2

create_clock -name clk0 -period $clk_period

set non_clock_inputs [all_inputs -no_clocks]
set_input_delay [expr $clk_period * $clk_io_pct] -clock clk0 $non_clock_inputs
set_output_delay [expr $clk_period * $clk_io_pct] -clock clk0 [all_outputs]
File: design.v
module demux(y,s,i0,i1,i2,i3);
    input [7:0]y;
    input [1:0]s;
    output [7:0]i0,i1,i2,i3;
    assign i0 = (s==0)?y:0;
    assign i1 = (s==1)?y:0;
    assign i2 = (s==2)?y:0;
    assign i3 = (s==3)?y:0;
endmodule
==> job_summary.md <==
### Yosys + OpenROAD results

| Metric | Value |
|---|---|
| Yosys top cell by area | and3b_1 |
| Status | complete, but fails checks |
| Max Slew Vio Count | 0 |
| Global-route wire length before repair | 3229 um |
| # diodes | 0 |
| DRT Wirelength | 2020 um |
| YS warnings | 0 |
| All-layer global routing usage | ~6.2% |
| Placer congestion estimate | between 0.7 and 0.8 |
| Clock buffers | 0 |
| Io pins | 42 |
| Commonest Layout Cell | buf_2 |
| TritonRoute pass-1 iters | 2 |
| CP required | roughly 800 ps |
| Crit path capture type | primary output |
| Vias | 524 |
| Synth-to-Final Area Change | 211.7% |
| Syn avg cell area | 8.429 sq um |
| Largest fanout on the critical path | 6 |
| Unrepaired setup endpoints after global routing | true |
| Vias in the first global route | 573 |
| Data arrival time of the worst path | between 800 and 900 ps |
| DP Area | 765.7 sq um |
| Setup CP Type | input pin to primary output |
| Flop count | 0 |
| Fin crit share | 105.5% |
| Maxcap violations | 0 |
| 1st-iter DRT viols | 14 |
| Post-Syn Instances | 38 |
| Antenna viol nets, final | 0 |
| Yosys stat chip area | roughly 320 sq um |
| VDD IR max | 0.1313 mV |
| Gate power share | around 100% |
| Tmin final | 1055 ps |
| Leak pwr | 0.0005465 uW |
| Worst Setup Slack, final | -55.24 ps |
| Die Y | 80 um |
| Reg area | 0 sq um |
| Slew @ Worst Pin | approximately 130 ps |
| Fin. Hold Viols | 0 |
| Met3 GRT Util | under 10% |
| Post-synth top area share | roughly two fifths |
| Port Buf Inserts | between 40 and 50 |
| Final setup viols | 19 |
| Filler Cells Inserted | 365 |
| Seq share, synth | 0% |
| Met1 usage | under 10% |
| Die width | roughly 80 um |
| Worst Hold Class | input pin to primary output |
| Post-synthesis cell type count | 5 |
| GRT overflow | 0 |
| Seq pwr share | 0% |
| Initial antenna violation count | 0 |
| Hold_ws | 738.7 ps |
| Startpoint types | input pin |
| Initial Util | 9.377% |
| Layout cell share with drive strength beyond 1 | 81.05% |
| Largest net degree at the start of global routing | 9 |
| Row count | 21 |
| Max-slew headroom | 91.57% |
| Tool warnings | 34 |
| Final instance area | 998.5 sq um |
| Met2 Use GR | 9.149% |
| Int Pwr | ~230 uW |
| Failing checks | setup timing |
| Overall die area | 0.006400 sq mm |
| Switching part of the total | 31.79% |
| Clock share of power | 0% |
| Pwr dens | 338.9 mW/mm^2 |
| Post-route DRC | 0 |
| Highest clock rate | approximately 950 MHz |
| Core Area | 0.003416 sq mm |
| Dpl hpwl | 1187 um |
| Biggest area cells | and3b_1 38%, buf_6 21%, nor3b_1 19%, and3_1 16%, and3b_2 6.3% |
| Dominant logic cell types in the final layout | 25 x buf_2, 15 x buf_6, 14 x and3b_1, 8 x nor3b_2, 7 x and3_4 |
| Post-Syn Area | between 300 and 400 sq um |
| Net switching power | between 100 and 150 uW |
| Vias/cell | 3.716 |
| Wire length per cell | 14.33 um |
| Yosys cell count | 38 |
| Most used routing layer | met1 |
## layout make-up
type / instances / area, sq um / area share, %
multi-input cells: 32 / 327.8 / 32.83
repair buffers: 63 / 613.1 / 61.40
well taps: 46 / 57.56 / 5.764
## worst max-delay path, stage by stage
cell and delay (ps):
buf_12 120, buf_16 120, buf_8 120, and3b_1 200, buf_2 90
## synth_stat cells (all sizes together)
library cell	number
and3b	16
buf	6
and3	8
nor3b	8
## repair_timing
action	in CTS	in global routing
hold buffers	0	0
pin swaps	17	0
setup endpoints to repair	32	29
cloned	5	0
hold endpoints to repair	0	0
gates resized	170	9
buffers inserted	12	1
## layer usage
metal / vias to the layer above / wire, um
met4: 0 / 0
met2: 22 / 867
met5: - / 0
met1: 241 / 962
met3: 0 / 190
li1: 261 / -
## path summary, 6_finish.rpt
kind  startpoint     to  slack (ps)  cells past startpoint
max         s[1]  i1[0]         -60                      5
min         y[3]  i1[3]         740                      3
## cells by family after synthesis
kind of cell           after synthesis  synth area share (%)
buffers and inverters                6                 21.09
AND/OR/NAND/NOR                     32                 78.91
## per-stage QoR
stage,TNS (ps),worst slack [ps],instances,power [uW],utilization (%)
after floorplan,0,333.5,38,74.80,-
after global placement,-22620,-728.3,123,226.6,22.42
after detailed placement,-22800,-736.4,123,227.1,22.42
after CTS,-544.1,-59.06,140,327.3,28.61
after global routing,-1368,-97.86,141,366.2,29.23
final,-588.7,-55.24,141,338.3,29.23
## power groups by stage
stage	Clock, uW	Sequential (uW)	Combinational [uW]
after CTS	0	0	327
after global routing	0	0	366
final	0	0	338
No activity file was given, so power comes from the tool's default toggle rates.
